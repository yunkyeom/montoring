**flow/design.v**
```verilog
module fnd(
number,
hex_d
);
input [3:0] number;
output reg [6:0] hex_d;
always@(number) begin
case(number)
4'h0 : begin
 hex_d = 7'b100_0000;  
 end
4'h1 : begin
 hex_d = 7'b111_1001;  
 end
4'h2 : begin
 hex_d = 7'b010_0100;  
 end
4'h3 : begin
 hex_d = 7'b011_0000;  
 end
4'h4 : begin
 hex_d = 7'b001_1001;
 end
4'h5 : begin
 hex_d = 7'b001_0010;
 end
4'h6 : begin
 hex_d = 7'b000_0010;
 end
4'h7 : begin
 hex_d = 7'b101_1000;
 end
4'h8 : begin
 hex_d = 7'b000_0000;
 end
4'h9 : begin
 hex_d = 7'b001_1000;
 end
default : begin
 hex_d = 7'b100_0000;
 end 
endcase
end
endmodule
```
**flow/config.mk**
```make
export PLATFORM = sky130hd
export DESIGN_NAME = fnd
export DESIGN_NICKNAME = fnd
export VERILOG_FILES = /design/flow/design.v
export SDC_FILE = /design/flow/constraint.sdc
export NUM_CORES = 4
export LEC_CHECK = 1
export CORE_AREA = 10 10 70 70
export DIE_AREA = 0 0 80 80
```
**flow/constraint.sdc**
```tcl
current_design fnd

set clk_period 1.0
set clk_io_pct 0.2

create_clock -name clk0 -period $clk_period

set non_clock_inputs [all_inputs -no_clocks]
set_input_delay [expr $clk_period * $clk_io_pct] -clock clk0 $non_clock_inputs
set_output_delay [expr $clk_period * $clk_io_pct] -clock clk0 [all_outputs]
```
**flow/run.sh**
```bash
#!/bin/bash
# OpenROAD 26Q1-2900-gdf79404cd8, Yosys 0.63+post, stock flow scripts
make -C /OpenROAD-flow-scripts/flow DESIGN_CONFIG=/design/flow/config.mk WORK_HOME=/design/flow/orfs finish
```
==> run_summary.xml <==
<?xml version="1.0" encoding="UTF-8"?>
<metrics>
  <group name="yosys">
    <metric name="ys.warnings.count" unit="">1</metric>
    <metric name="synth_stat.cells" unit="">24</metric>
    <metric name="synth-xor-area-share" unit="">0.0427</metric>
    <metric name="area_fraction_in_compound_gates_after_synthesis" unit="">0.104</metric>
    <metric name="synth.area.mux_share" unit="">0.146</metric>
    <metric name="yosys.area.top_type" unit="">sky130_fd_sc_hd__ha_1</metric>
    <metric name="yosys_area" unit="sq um">205</metric>
    <metric name="post_synth_most_frequent_cells" unit="">sky130_fd_sc_hd__ha_1 (6), sky130_fd_sc_hd__inv_1 (3), sky130_fd_sc_hd__mux2i_1 (3)</metric>
    <metric name="topCellsByArea" unit="">sky130_fd_sc_hd__ha_1 (37%), sky130_fd_sc_hd__mux2i_1 (15%), sky130_fd_sc_hd__nand2b_4 (6.7%), sky130_fd_sc_hd__o22ai_1 (6.1%), sky130_fd_sc_hd__buf_6 (5.5%)</metric>
    <metric name="synth-adder-area-share" unit="">0.366</metric>
    <metric name="synth_simple_gate_area_share" unit="">0.195</metric>
    <metric name="avgSynthCellArea" unit="sq um">8.55</metric>
    <metric name="postSynthCellCount" unit="">24</metric>
    <metric name="netlist.top_cell.by_instances" unit="">sky130_fd_sc_hd__ha_1</metric>
    <metric name="cell_area_after_synthesis" unit="sq um">205</metric>
    <metric name="ys_seq_frac" unit="">0</metric>
    <metric name="ys_types" unit="">13</metric>
    <metric name="yosys.area.top_type_share" unit="">0.366</metric>
    <metric name="synth.logic.top_family" unit="">adder cells</metric>
  </group>
  <group name="worst_hold_path">
    <metric name="timing.hold.worst.class" unit="">primary input to primary output</metric>
    <metric name="holdCritStartpoint" unit="">number[3]</metric>
    <metric name="number_of_cells_traversed_by_the_worst_hold_path" unit="">3</metric>
    <metric name="endpoint_of_the_worst_hold_timing_path" unit="">hex_d[5]</metric>
  </group>
  <group name="timing">
    <metric name="post_route_clock_period_utilization" unit="">1.15</metric>
    <metric name="unrepaired_setup_endpoints_after_global_routing" unit="">yes</metric>
    <metric name="final-max-slew-violation-count" unit="">0</metric>
    <metric name="slew_headroom" unit="">0.862</metric>
    <metric name="max_slew.worst_pin.slew" unit="ns">0.207</metric>
    <metric name="setup_slack" unit="ns">-0.152</metric>
    <metric name="hold_viol" unit="">0</metric>
    <metric name="setup_viol" unit="">7</metric>
    <metric name="max_clock_freq" unit="MHz">868</metric>
    <metric name="post-route-min-period" unit="ns">1.15</metric>
    <metric name="setup-tns-final" unit="ns">-0.605</metric>
  </group>
  <group name="placed_design">
    <metric name="port-buffer-count" unit="">11</metric>
    <metric name="placed_area" unit="sq um">377</metric>
    <metric name="post_detailed_placement_half_perimeter_wirelength" unit="microns">568</metric>
    <metric name="setup_slack_at_placement" unit="ns">-0.961</metric>
    <metric name="gpl.final_weighted_congestion" unit="">0.746</metric>
  </group>
  <group name="die">
    <metric name="floorplan.die.width" unit="microns">80</metric>
    <metric name="fp-row-count" unit="">21</metric>
    <metric name="core_region_area" unit="sq um">3420</metric>
    <metric name="io_pins" unit="">11</metric>
    <metric name="height_of_the_die" unit="microns">80</metric>
    <metric name="chip_area" unit="sq um">6400</metric>
    <metric name="fp_util" unit="">0.0601</metric>
  </group>
  <group name="cells_and_area">
    <metric name="fillers" unit="">392</metric>
    <metric name="design_area" unit="sq um">522</metric>
    <metric name="finish.utilization" unit="">0.153</metric>
    <metric name="area.sequential" unit="sq um">0</metric>
    <metric name="area.growth.synth_to_final" unit="%">154</metric>
    <metric name="n_clock_buffer" unit="">0</metric>
    <metric name="post_route_cells_drive_above_1_share" unit="">0.841</metric>
    <metric name="ff_count" unit="">0</metric>
  </group>
  <group name="power">
    <metric name="net_switching_share_of_the_total_power" unit="">0.395</metric>
    <metric name="clock_power_share" unit="">0</metric>
    <metric name="totalPowerFinal" unit="uW">177</metric>
    <metric name="power.sequential.fraction" unit="">0</metric>
    <metric name="combinational_share_of_power" unit="">1.000</metric>
    <metric name="peakVddDrop" unit="uV">68.0</metric>
    <metric name="cell_internal_pwr" unit="uW">107</metric>
    <metric name="total_leakage_power" unit="nW">0.227</metric>
    <metric name="power_density" unit="nW/um^2">339</metric>
    <metric name="power_switching" unit="uW">69.8</metric>
  </group>
  <group name="route">
    <metric name="drt_wl_total" unit="microns">758</metric>
    <metric name="vias" unit="">235</metric>
    <metric name="num_antenna_cells" unit="">0</metric>
    <metric name="first_iter_violations" unit="">4</metric>
    <metric name="antenna_left" unit="">0</metric>
    <metric name="avgRoutedWirePerCell" unit="microns">8.42</metric>
    <metric name="detailedRoute.firstPassIterationCount" unit="">2</metric>
    <metric name="post_drt_via_cell_ratio" unit="">2.61</metric>
    <metric name="drc" unit="">0</metric>
  </group>
  <group name="worst_setup_path">
    <metric name="start_kind" unit="">primary input</metric>
    <metric name="worst_path_max_fanout" unit="">4</metric>
    <metric name="critPathMaxStageDelay" unit="ns">0.16</metric>
    <metric name="critPathRequiredTime" unit="ns">0.80</metric>
    <metric name="crit_arrival" unit="ns">0.95</metric>
    <metric name="cell_by_cell_listing_of_the_critical_path" unit="">buf_8 &gt; buf_6 &gt; ha_4 &gt; mux2i_1 &gt; o22ai_2 &gt; buf_2</metric>
    <metric name="timing_worst_setup_path_type" unit="">primary input to primary output</metric>
    <metric name="slowest_stage" unit="">sky130_fd_sc_hd__mux2i_1</metric>
    <metric name="worst_setup_path_end_kind" unit="">primary output</metric>
  </group>
  <group name="global_route">
    <metric name="number_of_antenna_violations_at_the_first_check_in_global_routing" unit="">0</metric>
    <metric name="grt_remaining_overflow" unit="">0</metric>
    <metric name="grt_max_degree" unit="">9</metric>
    <metric name="grt_pass1_vias" unit="">239</metric>
    <metric name="first_pass_grt_wire_length" unit="microns">1210</metric>
    <metric name="globalRouteTotalUtil" unit="">0.0231</metric>
  </group>
  <group name="clocking">
    <metric name="total_of_hold_buffers_inserted_after_clock_tree_synthesis" unit="">0</metric>
  </group>
  <group name="outcome">
    <metric name="status" unit="">complete, but fails checks</metric>
    <metric name="violations" unit="">negative setup slack</metric>
  </group>
  <group name="run">
    <metric name="warnings" unit="">39</metric>
    <metric name="cap_viol_max_count" unit="">0</metric>
  </group>
</metrics>
final cells by class:
type | count | area [sq um] | share of cell area
Multi-Input combinational cell | 19 | 256 | 0.492
Timing Repair Buffer | 22 | 191 | 0.367
Tap cell | 46 | 57.6 | 0.110
Inverter | 3 | 16.3 | 0.0312
kinds of logic after synthesis:
kind of cell,Yosys count
xor+xnor,1
buf+inv,5
fa+ha+maj,6
compound gates,3
simple gates,6
mux,3
worst max-delay path, delay by kind of cell:
family	cells	cell delay [ns]
adders and majority gates	1	0.15
buffers and inverters	3	0.34
AOI/OAI and AO/OA	1	0.09
muxes	1	0.16
metal layers:
layer	vias to the layer above	global-route usage	part of all wire
met4	0	0	0
met1	111	0.0257	0.41
li1	121	-	-
met5	-	0	0
met2	3	0.0474	0.57
met3	0	0.00227	0.021
power by group through the flow:
stage	logic [mW]	registers [mW]	clock network [mW]
4_1_cts	0.169	0	0
5_1_grt	0.193	0	0
6_report	0.177	0	0
repair_timing:
item / CTS / global route
gates resized: 66 / 6
buffers inserted: 8 / 0
pin swaps: 7 / 4
setup endpoints to repair: 7 / 7
cell usage in the layout (no fill, tap or decap), drive strengths merged:
| cell type | netlist | routed |
|---|---|---|
| xnor2 | 1 | 1 |
| inv | 3 | 3 |
| nor3 | 1 | 1 |
| ha | 6 | 6 |
| o22a | 1 | 1 |
| nor2 | 2 | 2 |
| nor3b | 1 | 1 |
| o22ai | 2 | 2 |
| buf | 2 | 22 |
| mux2i | 3 | 3 |
| nand2b | 2 | 2 |
through the flow:
step           hold WS (ns)  instances
3_3_place_gp           1.49         82
4_1_cts               0.769         90
6_report              0.769         90
3_5_place_dp           1.48         82
2_1_floorplan         0.530         24
5_1_grt               0.801         90
worst max path at each step:
stage | start | to | slack [ns]
6_report | number[0] | hex_d[4] | -0.15
5_1_grt | number[0] | hex_d[4] | -0.21
4_1_cts | number[0] | hex_d[4] | -0.15
Power is estimated from default activity; no workload was simulated.
